==> ./design.v <==
`timescale 1ns/1ps
module regfile
#(  parameter   REG_WIDTH = 32 )     
(
    input                       clk         ,
    input   [4:0]               rs1         ,        
    input   [4:0]               rs2         ,        
    input   [4:0]               rd          ,        
    input   [REG_WIDTH-1:0]     rd_din      ,        
    input                       reg_write   ,        
    output  [REG_WIDTH-1:0]     rs1_dout    ,
    output  [REG_WIDTH-1:0]     rs2_dout
);
    logic   [REG_WIDTH-1:0] rf_data[0:31]   ;
    always_ff @ (posedge clk) begin
        if (reg_write)
                rf_data[rd] <= rd_din       ;
    end
    assign rs1_dout = (|rs1) ? rf_data[rs1] : 'b0        ;
    assign rs2_dout = (|rs2) ? rf_data[rs2] : 'b0        ;
endmodule
==> ./run.sh <==
#!/bin/bash
# OpenROAD 26Q1-2900-gdf79404cd8, Yosys 0.63+post, stock flow scripts
make -C /OpenROAD-flow-scripts/flow DESIGN_CONFIG=/design/flow/config.mk WORK_HOME=/design/flow/orfs finish
==> ./config.mk <==
export PLATFORM = sky130hd
export DESIGN_NAME = regfile
export DESIGN_NICKNAME = regfile
export VERILOG_FILES = /design/flow/design.v
export SDC_FILE = /design/flow/constraint.sdc
export NUM_CORES = 4
export LEC_CHECK = 1
export CORE_UTILIZATION = 40
==> ./constraint.sdc <==
current_design regfile

set clk_period 9.9
set clk_io_pct 0.2

create_clock -name clk0 -period $clk_period [get_ports {clk}]

set non_clock_inputs [all_inputs -no_clocks]
set_input_delay [expr $clk_period * $clk_io_pct] -clock clk0 $non_clock_inputs
set_output_delay [expr $clk_period * $clk_io_pct] -clock clk0 [all_outputs]
==> results_dict.tcl <==
# implementation run metrics
set metrics [dict create \
    top_cells_excl_fill_tap "sky130_fd_sc_hd__edfxtp_1, sky130_fd_sc_hd__mux4_2, sky130_fd_sc_hd__mux2i_1" \
    worst_path_cell_trace "clkdlybuf4s50_1 -> nor2b_4 -> buf_4 -> a22o_1 -> a2111oi_0 -> nor3_1 -> buf_4 -> clkdlybuf4s50_1" \
    die_area_sq_um 119000 \
    tritoncts_num_sinks 1024 \
    top_signal_layer_used "met5" \
    dr_wl_met3_um 29900 \
    timing.final.ws_setup_ns 1.31 \
    post-route-drc-count 0 \
    cp_data_arrival_time_ns 6.61 \
    worst_ir_drop_vdd_mv 0.126 \
    grt_antenna_before_repair 14 \
    max_flop_register "rf_data" \
    place_congestion 0.881 \
    number_of_top_level_design_ports 113 \
    clock_tree_from_tritoncts "built" \
    routed-via-count 26500 \
    synth.lib_cells_used.distinct 40 \
    run_status "finished, final reports clean" \
    yosys-stat-cells 2400 \
    clk_transition_reported_paths_ns 0.06 \
    hold_viol 0 \
    power.density_nw_per_um2 179 \
    finalClockPeriodUsage_pct 86.8 \
    grt-ovfl-total 0 \
    largest_reg_flops 1024 \
    timing_worst_slew_pin_value_ns 1.23 \
    post_cts_buffers 0 \
    critical-path-max-stage-delay_ns 1.03 \
    most_frequent_logic_cell_in_the_layout "sky130_fd_sc_hd__edfxtp_1" \
    flip_flop_and_latch_count_after_synthesis 1024 \
    log.warning_count 29 \
    final_layout_size_suffix_gt1_share_pct 29.1 \
    synth_seq_share_pct 65.5 \
    critPathTopFamily "buffers and inverters" \
    dieWidth_um 345 \
    ctsResizeCount 0 \
    synthesis.area_sq_um 47000 \
    min-delay-path-class "primary input to register" \
    cts_made_buffers 102 \
    highest_attainable_clock_frequency_mhz 116 \
    finalWirelength_um 146000 \
    layout-area-overhead-vs-synth_pct 14.4 \
    synth.area.top_cells "sky130_fd_sc_hd__edfxtp_1, sky130_fd_sc_hd__mux4_2, sky130_fd_sc_hd__mux2i_1" \
    synth.largest_area_cell "sky130_fd_sc_hd__edfxtp_1" \
    place_area_sq_um 50300 \
    layout_top_registers "rf_data x1024" \
    timing.hold.ws_ns 2.13 \
    wire_per_inst_um 35.1 \
    cell_with_the_largest_stage_delay_on_the_worst_path "sky130_fd_sc_hd__nor3_1" \
    dpl.hpwl_um 88400 \
    worst_setup_path_end_kind "output port" \
    final_util_pct 46.2 \
    first_global_vias 30300 \
    drv_cap 0 \
    synth_top_area_share_pct 65.5 \
    buffer_ports.inserted 112 \
    rows 125 \
    wl_met1_um 43700 \
    dp_worst_setup_slack_ns 1.50 \
    crit_fanout 31 \
    wire_length_of_the_first_global_routing_pass_um 209000 \
    drt-pass1-iter-count 5 \
    rsz0062_at_grt "false" \
    grt_max_degree 105 \
    cts.path.max_buffers 3 \
    drt.antenna.violating_nets 0 \
    syn-mean-instance-area_sq_um 19.6 \
    report.final.slew_viol_count 0 \
    report.final.setup_viol 0 \
    floorplan.core_util_pct 40.4 \
    cp_class "primary input to output port" \
    start_kind "primary input" \
    core-area_sq_um 116000 \
    cp.required_ns 7.92 \
    ys_chip_area_sq_um 47000 \
    syn-instance-count 2400 \
    via_per_inst 6.37 \
    die_height_um 345 \
    power_leakage_nw 17.1 \
    cp_num_buf_inv 4 \
    grt_util_all_layers_pct 27.6 \
    clock_tree.root_cell "sky130_fd_sc_hd__clkbuf_16" \
    cts_hold_buf 0 \
    final.setup.tns_ns 0 \
    post-route-cell-area_sq_um 53700 \
    met2_wire_len_um 67000 \
    fin_crit_ns 8.59 \
    dr.first_iter.drc_count 1574 \
    ys_warn_count 1 \
    cts_htree_levels 3 \
    slew-limit-headroom_pct 17.0 \
]
cells by family after synthesis:
kind of cell / after synthesis / share of synthesized area, %
AOI/OAI and AO/OA: 331 / 5.41
buffers and inverters: 226 / 2.31
DFF: 1024 / 65.5
muxes: 632 / 24.9
and+or+nand+nor: 187 / 1.94
layer usage:
layer	up-vias	track usage (%)
li1	10700	-
met1	13300	29.8
met2	2091	39.3
met3	325	25.0
met4	32	7.84
met5	-	3.25
layout make-up:
cell class | count | area (sq um)
Fill cell | 9399 | 62600
Clock buffer | 117 | 2650
Timing Repair Buffer | 243 | 2180
Multi-Input combinational cell | 1150 | 15400
Tap cell | 1524 | 1910
Clock inverter | 74 | 724
Antenna cell | 3 | 7.51
Sequential cell | 1024 | 30700
Inverter | 25 | 96.3
power breakdown:
group	switching, mW	internal [mW]
sequential	0.0211	4.82
combinational	0.505	0.370
clock	1.65	2.26
metrics by stage:
| step | cells | total power [mW] |
|---|---|---|
| final | 4160 | 9.63 |
| after global placement | 3964 | 5.79 |
| after floorplan | 2400 | 5.39 |
| after detailed placement | 3966 | 5.80 |
| after CTS | 4157 | 9.67 |
| after global routing | 4159 | 9.89 |
synth_stat cells, drive strengths merged:
master / number
a2111oi: 31
a211o: 23
a211oi: 47
a21boi: 1
a21oi: 46
a221o: 1
a221oi: 23
a22o: 62
a32o: 9
and2: 13
and3: 1
and4: 1
buf: 97
clkbuf: 104
edfxtp: 1024
inv: 25
mux2: 24
mux2i: 183
mux4: 425
nand2: 65
nand2b: 3
nand3: 4
nand3b: 7
nor2: 35
nor2b: 8
nor3: 33
nor4: 9
nor4b: 1
o211ai: 1
o221ai: 31
o22a: 1
o22ai: 55
or3: 2
or3b: 5
final timing paths:
kind              to  startpoint  cells after the start
max     rs2_dout[28]      rs2[3]                      8
min   rf_data[29][8]   rd_din[8]                      2
Power and IR drop assume default switching activity.
