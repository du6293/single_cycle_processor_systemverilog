`flow/config.mk`:
```
export PLATFORM = sky130hd
export DESIGN_NAME = alu
export DESIGN_NICKNAME = alu
export VERILOG_FILES = /design/flow/design.v
export SDC_FILE = /design/flow/constraint.sdc
export NUM_CORES = 4
export LEC_CHECK = 1
export CORE_UTILIZATION = 50
```
`flow/run.sh`:
```
#!/bin/bash
# OpenROAD 26Q1-2900-gdf79404cd8, Yosys 0.63+post, stock flow scripts
make -C /OpenROAD-flow-scripts/flow DESIGN_CONFIG=/design/flow/config.mk WORK_HOME=/design/flow/orfs finish
```
`flow/constraint.sdc`:
```
current_design alu

set clk_period 18.2
set clk_io_pct 0.2

create_clock -name clk0 -period $clk_period

set non_clock_inputs [all_inputs -no_clocks]
set_input_delay [expr $clk_period * $clk_io_pct] -clock clk0 $non_clock_inputs
set_output_delay [expr $clk_period * $clk_io_pct] -clock clk0 [all_outputs]
```
`flow/design.v`:
```
`timescale 1ns/1ps
module alu
#(  parameter REG_WIDTH = 32 )   
(
    input   [REG_WIDTH-1:0] in1                 ,     
    input   [REG_WIDTH-1:0] in2                 ,     
    input   [3:0]   alu_control                 ,     
    output  logic [REG_WIDTH-1:0] result        ,  
    output          zero        ,    
    output          sign             
);
        always_comb begin
                case (alu_control)
                        4'b0000: result = in1 & in2                                         ;  
                        4'b0001: result = in1 | in2                                         ;  
                        4'b0010: result = $signed(in1) + $signed(in2)                       ;  
                        4'b0011: result = in1 ^ in2                                         ;  
                        4'b0100: result = in1 << in2                                        ;  
                        4'b0101: result = in1 >> in2                                        ;  
                        4'b0110: result = $signed(in1) >> $signed(in2)                      ;  
                        4'b0111: result = $signed(in1) - $signed(in2)                       ;  
                        4'b1000: result = ($signed(in1) < $signed(in2)) ? 32'b1 : 32'b0     ;  
                        4'b1001: result = ($unsigned(in1) < $unsigned(in2)) ? 32'b1 : 32'b0 ;  
                        4'b1010: result = in1 | in2                                         ;  
                        default: result = in1 + in2                                         ;  
                   endcase
        end
    assign zero = ( result == 'b0 ) ? 1'b1 : 1'b0               ;
    assign sign = result[31]                                    ;
endmodule
```
==> impl_metrics.toml <==
# physical design summary
[drt]
drt_iter0_markers = 1450
routed_wirelength_mm = 45.6
wl_per_cell_um = 26.9
ant_nets = 0
drtPass1Iterations = 6
drcViolationCount = 0
vias = 12100
antenna_cells = 0
viasPerCell = 7.11

[clock_tree]
cts_hold_buf = 0
cts_setup_buffers = 0
cts_resized = 0

[placement]
gp_congestion = 1.06
hpwl_mm = 35.1
place_area_sq_um = 11100
pre_cts_ws_ps = 5230
port_buffers = 102
place_inst = 1698

[critical_path]
crit_slowest_cell = "o31ai_1"
worstPathRequired_ps = 14560
end_kind = "output pin"
max_stage_delay_ps = 800
path_common_cell = "buf_4"
crit_type = "input pin to output pin"
critPathMaxFanout = 57
worstPathBufferInverterCount = 5
cp_top_family = "simple AND/OR/NAND/NOR gates"
arrival_ps = 9590
startpoint_type = "input pin"
path_cells = "buf_2 > buf_4 > inv_1 > buf_4 > ha_1 > nand2_1 > o31ai_1 > o211ai_1 > a31oi_1 > or3_1 > o211a_1 > o21ai_0 > or4_1 > nor4_1 > nor4b_2 > nand4b_1 > nor4_2 > clkdlybuf4s50_1"

[sta]
timing.final.ws_setup_ps = 4970
whs_ps = 8640
rsz0062_at_grt = "false"
period_minus_slack_ps = 13230
hold_viol = 0
tightest_slew_ps = 1030
max_freq_ghz = 0.0756
period_used_pct = 72.7
setup_tns_ps = 0
slew_viol_final = 0
maxSlewHeadroom_pct = 30.7
setup_viol = 0

[synthesis]
top_cells_by_area = "mux4_2 (13%), ha_1 (12%), mux2i_1 (5.6%)"
ys_area_sq_um = 9950
synth_area_per_cell_sq_um = 7.03
synth_seq_share_pct = 0
largest_area_cell = "mux4_2"
synth.distinct_cells = 90
top_area_share_pct = 12.9
synth.yosys.warnings = 1
yosys_cells = 1416
postSynthCellCount = 1416
syn_area_sq_um = 9950

[global_route]
grt_max_degree = 64
grt_pass1_wl_mm = 68.0
grt_pass1_vias = 10900
grt_util_all_layers_pct = 45.6
grt_antenna_before_repair = 0
overflow = 0

[finish]
syn2layout_area_growth_pct = 11.1
layout_top_cells = "nor2_1 (142), nand2_1 (119), a21oi_1 (108)"
seq_area_sq_um = 0
fin_cells = 1698
layout_top_cell = "nor2_1"
nClkBuffers = 0
fillCellCount = 1906
seq_cells = 0
final_area_sq_um = 11100
drive_gt1_share_pct = 9.91
finalCoreUtilization_pct = 56.8
logic_area_sq_um = 9080

[die]
die_x_um = 143
die_h_um = 143
fp_util_pct = 51.1
pin_count = 102
die_area_sq_um = 20500
rows = 51
core_region_area_sq_um = 19500

[pwr]
power_mw = 0.367
p_leak_nw = 4.43
peakVddDrop_mv = 0.0148
power_density_nw_per_um2 = 33.2

[run_status]
outcome = "finished clean"

[flow_run]
openroad.warnings = 97
drv_cap = 0

[worst_hold_path]
worstHoldPathType = "input pin to output pin"
Yosys cell counts (12+ instances only):
cell      instances
a21o_1           13
o31ai_1          15
mux2_2           12
a22oi_1          25
a21oi_1         108
buf_2            20
o211ai_1         20
nor3_1           39
a221oi_1         18
nor2_1          142
clkbuf_1         81
nor2b_1          18
nor4_1           32
nand2b_1         12
or3_1            15
inv_1           100
a211oi_1         16
ha_1             96
mux2i_1          56
and2_1           14
xnor2_1          17
o21ai_0          92
mux4_2           57
a31oi_1          17
nand3_1          25
nand2_1         119
metal layers:
layer,share of wire (%),up-vias,global-route usage [%]
met5,0,-,0
met4,5.0,0,18.6
met3,13,136,12.6
met2,41,873,64.1
met1,41,5636,65.8
li1,-,5421,-
power breakdown:
part           total, mW  leakage, nW  internal, mW  switching, mW
Sequential             0            0             0              0
Combinational      0.367         4.43         0.148          0.219
Clock                  0            0             0              0
Total              0.367         4.43         0.148          0.219
area by class of cell:
| class | instances | share of cell area (%) |
|---|---|---|
| well taps | 265 | 3.00 |
| inverters | 102 | 3.46 |
| multi-input cells | 1195 | 82.2 |
| repair buffers | 136 | 11.4 |
worst paths after layout:
path	depth (start not counted)	slack [ps]	to	start
max	18	4970	zero	in2[3]
min	6	8640	result[3]	in2[2]
logic make-up after synthesis:
| family | after synthesis | synth area share, % |
|---|---|---|
| and+or+nand+nor | 475 | 23.2 |
| AOI/OAI and AO/OA | 468 | 32.0 |
| buffers and inverters | 221 | 9.15 |
| muxes | 130 | 21.1 |
| adders and majority gates | 98 | 12.5 |
| xor gates and xnor gates | 24 | 2.11 |
No activity file was given, so power comes from the tool's default toggle rates.
